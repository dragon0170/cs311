===== design/flow/config.mk =====
export PLATFORM = sky130hd
export DESIGN_NAME = ImmediateGenerator
export DESIGN_NICKNAME = ImmediateGenerator
export VERILOG_FILES = /design/flow/design.v
export SDC_FILE = /design/flow/constraint.sdc
export NUM_CORES = 4
export LEC_CHECK = 1
export CORE_AREA = 10 10 70 70
export DIE_AREA = 0 0 80 80

===== design/flow/constraint.sdc =====
current_design ImmediateGenerator

set clk_period 3.3
set clk_io_pct 0.2

create_clock -name clk0 -period $clk_period

set non_clock_inputs [all_inputs -no_clocks]
set_input_delay [expr $clk_period * $clk_io_pct] -clock clk0 $non_clock_inputs
set_output_delay [expr $clk_period * $clk_io_pct] -clock clk0 [all_outputs]

===== design/flow/design.v =====
module ImmediateGenerator(input [31:0] inst, output reg [31:0] imm_gen_out);
  reg [6:0] opcode;
  reg [2:0] funct3;
  always @(*) begin
    opcode = inst[6:0];
    funct3 = inst[14:12];
    if (opcode == 7'b0010011) begin
      if (funct3 == 3'b001 || funct3 == 3'b101) begin
        imm_gen_out = {{27'b0}, inst[24:20]};
      end else begin
        imm_gen_out = {{21{inst[31]}}, inst[30:20]};
      end
    end else if (opcode == 7'b0000011 || opcode == 7'b1100111) begin
      imm_gen_out = {{21{inst[31]}}, inst[30:20]};
    end else if (opcode == 7'b0100011) begin
      imm_gen_out = {{21{inst[31]}}, inst[30:25], inst[11:7]};
    end else if (opcode == 7'b1100011) begin
      imm_gen_out = {{20{inst[31]}}, inst[7], inst[30:25], inst[11:8], 1'b0};
    end else if (opcode == 7'b1101111) begin
      imm_gen_out = {{12{inst[31]}}, inst[19:12], inst[20], inst[30:21], 1'b0};
    end else begin
      imm_gen_out = 32'b0;
    end
  end
endmodule

===== design/flow/run.sh =====
#!/bin/bash
# OpenROAD 26Q1-2900-gdf79404cd8, Yosys 0.63+post, stock flow scripts
make -C /OpenROAD-flow-scripts/flow DESIGN_CONFIG=/design/flow/config.mk WORK_HOME=/design/flow/orfs finish

==> impl_metrics.toml <==
# generated from flow reports
[global_route]
grt_max_degree = 13
track_usage_pct = 6.627
antenna_found_initial = 0
grt_pass1_vias = 670
grt_overflow = 0
grt_pass1_wl_um = 3498

[logic_synthesis]
syn_inst = 70
synth_seq_share_pct = 0
top_cell_area_share_pct = 16.22
ys_area_um2 = 509.2
yosys.area.top_type = "buf_4"
avgSynthCellArea_um2 = 7.275
ys_cells = 70
yosysWarningCount = 1
synth.distinct_cells = 24
synth_area_um2 = 509.2
topCellsByArea = "buf_4 16%, nor3b_1 12%, o22ai_1 11%"

[setup_path]
worstPathArrival_ps = 2500
cp_max_fo = 9
crit_buf_inv = 4
slowest_stage = "clkdlybuf4s50_1"
path_cells = "clkdlybuf4s50_1 > buf_4 > and4b_1 > a21oi_1 > buf_4 > nor3b_1 > clkdlybuf4s50_1"
crit_family = "buffers and inverters"
cp.depth = 7
crit_type = "in2out"
cp-startpoint = "inst[2]"
startpoint_type = "input pin"
end_kind = "output pin"
cp.required_ps = 2640
slowest_delay_ps = 500

[floorplan]
rows = 21
fp.dieH_um = 80
fp_util_pct = 14.91
die_w_um = 80
chip_area_mm2 = 0.006400
ios = 64
coreArea_mm2 = 0.003416

[timing]
setup_violations = 0
tightest_slew_ps = 394.0
timing.final.ws_setup_ps = 139.2
clock.fmax_ghz = 0.3164
slew_violations = 0
fin_crit_sh_pct = 95.78
period_needed_ps = 3161
hold_violations = 0
relSlewSlack_pct = 73.73
finalSetupTns_ps = 0
rsz0062_at_grt = "no"
hold_slack_ps = 2228

[routing]
dr.first_iter.drc_count = 10
drc = 0
vias_per_cell = 4.138
drt.antenna.violating_nets = 0
drt-total-wl_um = 2448
num_antenna_cells = 0
vias = 720
first_pass_iters = 5
wl_per_cell_um = 14.07

[finish]
fin_util_pct = 34.73
syn_to_final_growth_pct = 132.9
drive_above_1_share_pct = 11.72
final_cell_area_mm2 = 0.001186
nClkBuffers = 0
final_cells = 174
seq_area_um2 = 0
seq_cells = 0

[clocking]
postCtsHoldBufs = 0

[place]
numPortBuffers = 64
gp_congestion = 0.8307
post_dp_cell_area_mm2 = 0.001164
dpl.hpwl_um = 2132
dp.cells = 174
pre_cts_slack_ps = 15.96

[min_path]
min_path_type = "in2out"
worstHoldStart = "inst[14]"
holdPathStages = 4

[power]
peakVddDrop_mv = 0.03549
switchingPower_mw = 0.03193
p_seq_share_pct = 0
swShare_pct = 34.68
leakage_nw = 0.4436
powerDensity_mw_per_mm2 = 77.61
finalPower_mw = 0.09206
pwr-share-clk_pct = 0
p_int_mw = 0.06013
combPwrFrac_pct = 100.0

[flow_run]
cap_violations = 0
warnings = 32

[outcome]
outcome = "completed"
## synthesized netlist by cell type
master     number
o22ai_1         9
and4b_1         3
o41ai_2         1
buf_4          11
o31ai_1         1
a21oi_1         3
inv_1           9
o31ai_2         1
mux2i_1         1
buf_6           1
o21ai_1         1
nand4b_1        1
nor3b_1         8
buf_2           2
nor2_1          2
a21oi_4         1
nand4_1         1
a22o_1          4
and2_1          3
or4_4           1
nand2_1         3
and3_1          1
nand4bb_4       1
a32o_1          1
## cells by family after synthesis
kind of cell    count (synthesis)  share of synthesized area (%)
simple gates                   24                          36.86
buf+inv                        23                          27.03
compound gates                 22                          34.15
mux                             1                          1.966
## worst min-delay path, cell delays in order
cell and delay [ps]:
clkdlybuf4s50_1 400, inv_1 50, o22ai_1 50, clkdlybuf4s50_1 410
## cell type report
| type | count | area [µm²] |
|---|---|---|
| fill | 343 | 2230 |
| inverter | 9 | 33.78 |
| multi-input combinational | 47 | 389.1 |
| tap | 46 | 57.56 |
| timing repair buffer | 72 | 705.7 |
## power groups by stage
| stage | Sequential (mW) | Clock (mW) | Combinational (mW) |
|---|---|---|---|
| finish | 0 | 0 | 0.0921 |
| global route | 0 | 0 | 0.0985 |
| CTS | 0 | 0 | 0.0916 |
## repair_timing
action                     4_1_cts  5_1_grt
setup endpoints to repair        2       21
gates resized                    1        4
setup buffers                    0        0
## worst paths after layout
path                     endpoint  slack, ps
setup / recovery   imm_gen_out[6]        140
hold / removal    imm_gen_out[14]       2230
## layout by cell type, fill, tap and decap left out
master | Yosys | layout
or4_4 | 1 | 1
mux2i_1 | 1 | 1
nor2_1 | 2 | 2
and2_1 | 3 | 3
nor3b_1 | 8 | 7
o31ai_1 | 1 | 1
o41ai_2 | 1 | 1
nand4_1 | 1 | 1
nand4b_1 | 1 | 1
nor3b_2 | 0 | 1
clkdlybuf4s50_1 | 0 | 62
dlymetal6s2s_1 | 0 | 2
o22ai_1 | 9 | 9
buf_4 | 11 | 8
and3_1 | 1 | 1
and4b_1 | 3 | 3
nand2_1 | 3 | 3
a21oi_4 | 1 | 1
o21ai_2 | 0 | 1
a21oi_1 | 3 | 3
nand4bb_4 | 1 | 1
a22o_1 | 4 | 4
a32o_1 | 1 | 1
o31ai_4 | 0 | 1
inv_1 | 9 | 9
## routing by layer
metal	global-route usage (%)	routed length [µm]	up-vias
met3	2.500	256	0
met4	0	0	0
met5	0	0	-
met2	9.952	1064	37
li1	-	-	374
met1	9.295	1127	309
No activity file was given, so power comes from the tool's default toggle rates.
