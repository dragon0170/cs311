$ cat flow/config.mk
export PLATFORM = sky130hd
export DESIGN_NAME = BranchPredictor
export DESIGN_NICKNAME = BranchPredictor
export VERILOG_FILES = /design/flow/design.v
export SDC_FILE = /design/flow/constraint.sdc
export NUM_CORES = 4
export LEC_CHECK = 1
export CORE_UTILIZATION = 50
$ cat flow/constraint.sdc
current_design BranchPredictor

set clk_period 143.1
set clk_io_pct 0.2

create_clock -name clk0 -period $clk_period [get_ports {clk}]

set non_clock_inputs [all_inputs -no_clocks]
set_input_delay [expr $clk_period * $clk_io_pct] -clock clk0 $non_clock_inputs
set_output_delay [expr $clk_period * $clk_io_pct] -clock clk0 [all_outputs]
$ cat flow/design.v
module Adder #(parameter WIDTH = 32) (input [WIDTH-1:0] in1, input [WIDTH-1:0] in2, output [WIDTH-1:0] dout);
    assign dout = in1 + in2;
endmodule
module BranchPredictor(input reset,
                       input clk,
                       input [31:0] current_pc,
                       input [4:0] write_index,
                       input bht_data,
                       input [24:0] tag_data,
                       input [31:0] btb_data,
                       input bht_write_enable,
                       input tag_and_btb_write_enable,
                       output [31:0] next_pc,
                       output reg [4:0] predicted_entry);
  integer i;
  wire [31:0] pc_plus_4;
  wire [58:0] current_entry;
  reg [58:0] entry[0:31];
  reg [4:0] bhsr;
  always @(*) begin
    predicted_entry = current_pc[6:2] ^ bhsr;
  end
  assign current_entry = entry[predicted_entry];
  Adder pc_plus_4_adder(
    .in1(current_pc),
    .in2(32'd4),
    .dout(pc_plus_4)
  );
  Mux2To1 predicted_next_pc_mux(
    .din0(pc_plus_4),
    .din1(current_entry[31:0]),
    .sel((current_entry[58:34] == current_pc[31:7]) && (current_entry[33] == 1)),
    .dout(next_pc)
  );
  always @(posedge clk) begin
    if (reset) begin
      for (i = 0; i < 32; i = i + 1)
        entry[i] <= 58'b0;
      bhsr <= 5'b0;
    end
    if (bht_write_enable) begin
      if (entry[write_index][58:34] == tag_data || tag_and_btb_write_enable) begin
        if (bht_data) begin
          if (entry[write_index][33:32] < 2'b11) begin
            entry[write_index][33:32] <= entry[write_index][33:32] + 1;
          end
        end
        else begin
          if (entry[write_index][33:32] > 2'b00) begin
            entry[write_index][33:32] <= entry[write_index][33:32] - 1;
          end
        end
      end
      bhsr <= {bhsr[3:0], bht_data};
    end
    if (tag_and_btb_write_enable) begin
      entry[write_index][58:34] <= tag_data;
      entry[write_index][31:0] <= btb_data;
    end
  end
endmodule
module Mux2To1(input [31:0] din0, input [31:0] din1, input sel, output [31:0] dout);
  assign dout = sel ? din1 : din0;
endmodule
module Mux4To1 #(parameter WIDTH = 32) (input [WIDTH-1:0] din0,
               input [WIDTH-1:0] din1,
               input [WIDTH-1:0] din2,
               input [WIDTH-1:0] din3,
               input [1:0] sel,
               output [WIDTH-1:0] dout);
  assign dout = sel[1] ? (sel[0] ? din3 : din2) : (sel[0] ? din1 : din0);
endmodule
$ cat flow/run.sh
#!/bin/bash
# OpenROAD 26Q1-2900-gdf79404cd8, Yosys 0.63+post, stock flow scripts
make -C /OpenROAD-flow-scripts/flow DESIGN_CONFIG=/design/flow/config.mk WORK_HOME=/design/flow/orfs finish
==> flow_metrics.py <==
# Auto-generated metrics
metrics = {
    "setup_path": {
        "timing.reg2reg.setup_slack_ns": 138.31,
        "critPathArrivalTime_ns": 35.93,
        "r2r_start": "entry[3][40]$_SDFFCE_PN0P_",
        "crit_path_end_kind": "output pin",
        "rr_endpoint": "entry[21][32]$_SDFFCE_PN0P_",
        "timing.critical_path.required_ns": 114.48,
        "reg2reg_depth": 11,
        "timing.critical_path.from_type": "input pin",
        "setup.worst_path.class": "input pin to output pin",
        "cp_max_fo": 74,
    },
    "final_timing": {
        "finalClockSkew_ns": 0.0328,
        "timing.max_slew.rel_slack_pct": 30.1,
        "timing_max_transition_violations_final": 0,
        "min_period_ns": 64.55,
        "hold_viol": 0,
        "timing.final.setup_violations": 0,
        "unrepaired_setup_endpoints_after_global_routing": "no",
        "tightestPinTransition_ns": 1.05,
        "setup_tns_ns": 0,
        "fmax_mhz": 15.5,
        "fin_crit_sh_pct": 45.1,
    },
    "global_route": {
        "vias_in_the_first_global_route": 59414,
        "grt_antenna_before_repair": 26,
        "gr-usage-all-layers_pct": 41.7,
        "grt_overflow": 0,
        "grt_first_pass_wirelength_mm": 471,
        "grt_max_degree": 75,
    },
    "floorplan": {
        "die_area_um2": 188000,
        "die_width_um": 433,
        "initial_core_util_pct": 50.5,
        "fp.coreArea_um2": 184000,
        "fp.dieH_um": 433,
        "num_rows": 157,
        "io_pins": 136,
    },
    "routing": {
        "first_pass_iters": 5,
        "vias": 55898,
        "antenna_violating_nets_post_route": 0,
        "detailedRoute.firstIterationViolations": 4459,
        "totalWireLength_mm": 342,
        "routedWlPerCell_um": 39.6,
        "drt-vias-per-instance": 6.47,
        "drcViolationCount": 0,
    },
    "clocking": {
        "tritoncts.num_buffers": 202,
        "htree_num_levels": 4,
        "worst_skew_pair_later_pin_latency_ns": 0.87,
        "cts.path.max_buffers": 3,
        "numClockSinks": 1893,
        "post_cts_resize_count": 0,
        "cts_hold_buffers_added": 0,
        "clkTransAtPathRegs_ns": 0.06,
        "tritoncts_clock_tree": "yes",
        "postCtsSetupRepairBufs": 0,
        "root_buffer": "clkbuf_16",
    },
    "place": {
        "portBuffers": 135,
        "placedInstanceArea_um2": 97500,
        "dp.cells": 8228,
        "detailedPlacementHpwl_mm": 192,
        "finalWeightedCongestion": 0.987,
    },
    "synthesis": {
        "synth.area.mux_share_pct": 18.5,
        "yosysSeqAreaShare_pct": 61.2,
        "syn_area_um2": 92900,
        "ys_area_um2": 92900,
        "synth-warning-count": 1,
        "post_synthesis_mean_instance_area_um2": 15.5,
        "postSynth.asyncResetShare_pct": 0,
        "synth.logic.top_family": "multiplexers",
        "flip_flops_with_a_built_in_enable": 1893,
        "synthesized_instance_count": 5987,
        "synth-adder-area-share_pct": 0.0135,
        "yosys.area_share.simple_pct": 14.7,
        "synth_cell_type_count": 59,
        "xor_share_pct": 0.802,
        "share_of_synthesized_cell_area_in_and_or_and_or_and_compound_cells_pct": 2.07,
        "synth.ff_latch_count": 1893,
        "synth_flop_type": "edfxtp_1",
        "cells_in_synth_stat_txt": 5987,
    },
    "power": {
        "leakage_power_nw": 35.4,
        "power.sequential.fraction_pct": 47.6,
        "fin_total_pwr_mw": 1.37,
        "peakVddDrop_uv": 11.7,
        "p_comb_share_pct": 14.9,
        "power_switching_share_pct": 26.1,
        "switchingPower_uw": 359,
        "clock_power_share_pct": 37.6,
        "power_density_nw_per_um2": 13.2,
        "int_pwr_mw": 1.01,
    },
    "finish": {
        "final_layout_top_logic_cell": "edfxtp_1",
        "final-instance-count-excl-fill": 8635,
        "layout-drive-gt1-share_pct": 22.2,
        "most_frequent_logic_cells_in_the_routed_design": "edfxtp_1 (1,893), and2_1 (1,835), mux4_2 (720)",
        "area.growth.synth_to_final_pct": 11.8,
        "final_core_utilization_pct": 56.5,
        "stdcell_area_um2": 104000,
    },
    "hold_path": {
        "holdPathStages": 1,
        "min_to": "bhsr[3]$_SDFFCE_PN0P_",
        "worst_hold_path_type": "flop to flop",
        "worstHoldStart": "bhsr[2]$_SDFFCE_PN0P_",
    },
    "outcome": {
        "status": "finished, final reports clean",
    },
    "job": {
        "stage_log_warnings": 26,
        "max_cap_violations": 0,
    },
}
==> registers in the layout, indices dropped and copies added (netlist names) <==
name	cells
bhsr	5
entry	1888
==> critical path: stages <==
cell             delay [ns]
clkdlybuf4s50_1        0.58
xnor2_2                0.21
buf_4                  0.29
inv_8                  0.58
buf_4                  0.72
buf_4                  0.66
mux4_2                 0.40
o21ai_0                0.22
nand2b_1               0.15
o211ai_1               0.09
a311oi_1               0.65
xnor2_1                0.13
nor4_1                 0.43
nand4_1                0.40
buf_4                  0.37
buf_4                  0.32
mux2i_1                0.21
buf_4                  0.22
clkdlybuf4s50_1        0.49
==> Yosys cell counts (5+ instances only) <==
cell type / instances / share of area [%]
a211oi_1: 5 / 0.040
a21oi_1: 18 / 0.097
a221oi_1: 12 / 0.11
a22oi_1: 114 / 0.92
a31oi_1: 18 / 0.12
a32oi_1: 14 / 0.13
and2_1: 1835 / 12
and3_1: 11 / 0.074
buf_1: 48 / 0.19
buf_2: 47 / 0.25
buf_4: 12 / 0.097
buf_6: 6 / 0.073
clkbuf_1: 501 / 2.0
edfxtp_1: 1893 / 61
inv_1: 6 / 0.024
mux2i_1: 95 / 1.0
mux4_2: 720 / 17
nand2_1: 135 / 0.55
nand2b_1: 6 / 0.040
nand3_1: 60 / 0.32
nand4_1: 43 / 0.29
nor2_1: 126 / 0.51
nor3_1: 13 / 0.070
nor4_1: 7 / 0.047
o211ai_1: 15 / 0.12
o21ai_0: 12 / 0.065
o21bai_1: 32 / 0.26
or2_2: 44 / 0.30
xnor2_1: 39 / 0.37
xor2_1: 43 / 0.41
==> power groups by stage <==
stage         sequential (mW)  combinational, mW  clock [mW]
global route            0.656              0.211       0.540
CTS                     0.653              0.201       0.519
finish                  0.653              0.204       0.516
==> metal layers <==
metal  up-vias  share of wire (%)  GRT usage, %
li1      22566                  -             -
met1     27351                 30          49.1
met2      4827                 44          55.4
met3      1107                 19          34.1
met4        47                6.4          20.1
met5         -               0.31          5.59
==> per-stage QoR <==
| step | hold WS [ns] | setup WS (ns) |
|---|---|---|
| floorplan | 0.551 | 82.88 |
| global placement | 0.595 | 78.79 |
| detailed placement | 0.607 | 78.79 |
| CTS | 0.622 | 78.76 |
| global route | 0.661 | 78.48 |
| finish | 0.619 | 78.55 |
==> worst max path at each step <==
stage / endpoint / cells past startpoint / from / slack, ns
finish: next_pc[2] / 19 / current_pc[4] / 78.55
global route: next_pc[2] / 19 / current_pc[4] / 78.48
CTS: next_pc[2] / 19 / current_pc[4] / 78.76
==> area by class of cell <==
type | count | area (um2)
Fill cell | 13923 | 79900
Sequential cell | 1893 | 56800
Multi-Input combinational cell | 3471 | 34000
Clock buffer | 245 | 5280
Timing Repair Buffer | 391 | 3480
Tap cell | 2464 | 3080
Clock inverter | 119 | 1070
Antenna cell | 43 | 108
Inverter | 9 | 66.3
==> cells by family after synthesis <==
| kind of cell | after synthesis |
|---|---|
| flip-flops | 1893 |
| AND-OR/OR-AND | 264 |
| adder cells (fa/ha/maj) | 1 |
| XOR/XNOR | 83 |
| AND/OR/NAND/NOR | 2304 |
| multiplexers | 819 |
| buffers and inverters | 623 |
Power and IR drop assume default switching activity.
