[./design.v]
module ALU(input [3:0] alu_op, input [31:0] alu_in_1, input [31:0] alu_in_2, output reg [31:0] alu_result, output reg alu_bcond);
  always @(*) begin
    alu_bcond = 0;
    alu_result = 0;
    if (alu_op == 4'b0000) begin
        alu_result = alu_in_1 + alu_in_2;
    end else if (alu_op == 4'b0001) begin
        alu_result = alu_in_1 - alu_in_2;
    end else if (alu_op == 4'b0010) begin
        alu_result = alu_in_1 & alu_in_2;
    end else if (alu_op == 4'b0011) begin
        alu_result = alu_in_1 | alu_in_2;
    end else if (alu_op == 4'b0100) begin
        alu_result = alu_in_1 ^ alu_in_2;
    end else if (alu_op == 4'b0101) begin
        alu_result = alu_in_1 << alu_in_2;
    end else if (alu_op == 4'b0110) begin
        alu_result = alu_in_1 >> alu_in_2;
    end else if (alu_op == 4'b0111) begin
        alu_bcond = alu_in_1 == alu_in_2;
    end else if (alu_op == 4'b1000) begin
        alu_bcond = alu_in_1 != alu_in_2;
    end else if (alu_op == 4'b1001) begin
        alu_bcond = alu_in_1 < alu_in_2;
    end else if (alu_op == 4'b1010) begin
        alu_bcond = alu_in_1 >= alu_in_2;
    end
  end
endmodule
[./run.sh]
#!/bin/bash
# OpenROAD 26Q1-2900-gdf79404cd8, Yosys 0.63+post, stock flow scripts
make -C /OpenROAD-flow-scripts/flow DESIGN_CONFIG=/design/flow/config.mk WORK_HOME=/design/flow/orfs finish
[./config.mk]
export PLATFORM = sky130hd
export DESIGN_NAME = ALU
export DESIGN_NICKNAME = ALU
export VERILOG_FILES = /design/flow/design.v
export SDC_FILE = /design/flow/constraint.sdc
export NUM_CORES = 4
export LEC_CHECK = 1
export CORE_UTILIZATION = 50
[./constraint.sdc]
current_design ALU

set clk_period 9.7
set clk_io_pct 0.2

create_clock -name clk0 -period $clk_period

set non_clock_inputs [all_inputs -no_clocks]
set_input_delay [expr $clk_period * $clk_io_pct] -clock clk0 $non_clock_inputs
set_output_delay [expr $clk_period * $clk_io_pct] -clock clk0 [all_outputs]
==> impl_metrics.ini <==
; synthesis and place-and-route metrics
[floorplan]
rows = 47
dieWidth_um = 134
initial_core_util_pct = 51.9
die_h_um = 134
core_sq_um = 16800
io_pins = 101
die-area_sq_um = 18000

[route]
dr.pass1.iters = 6
wirelength_um = 39100
met2_length_um = 16200
drcViolationCount = 0
dr_total_vias = 11000
highest_layer = met4
ant_nets = 0
routed_via_density = 6.90
route.met3.wl_um = 4450
drtIter0Drc = 1206
wl_per_cell_um = 24.5
wl_met1_um = 16400

[power_and_ir_drop]
p_leak_nw = 4.05
powerDensity_nw_per_um2 = 53.0
vdd_drop_max_mv = 0.0500
p_total_mw = 0.514

[finish]
final_cell_count_no_fill = 1599
flops = 0
clockBufferCount = 0
drive_gt1_share_pct = 6.39
area_growth_pct = 11.2
seq_area_sq_um = 0

[final_timing]
timing.final.ws_setup_ns = 1.53
slew_violations = 0
slew-limit-headroom_pct = 36.7
period_used_pct = 84.3
setup_tns_ns = 0
worst_pin_slew_ns = 0.946
rsz0062_at_grt = no
period_needed_ns = 8.17
fmax_mhz = 122
finalSetupViolations = 0
hold_violations = 0

[critical_path]
cp-start-kind = input port
critical_path_required_ns = 7.76
critical_path_class = in -> out
cp_max_fo = 63
end_kind = output pin
crit_arrival_ns = 6.23

[global_routing]
grt_max_degree = 68
antenna_found_initial = 1
grt_pass1_wl_um = 59200
gr-total-overflow = 0
grt_util_all_layers_pct = 43.9
grt_pass1_vias = 9927

[run]
warning_count = 97
maxCapViolations = 0

[logic_synthesis]
yosysUniqueCellTypes = 83
avgSynthCellArea_sq_um = 6.39
netlist_area_sq_um = 8730
ys_area_sq_um = 8730
yosys-stat-cells = 1365
ys_warn_count = 1
synthCells = 1365
ys_seq_share_pct = 0

[placed_design]
gp_congestion = 1.04
dp_cells = 1598
dpl_worst_slack_ns = 1.69
hpwl_um = 30200
portBuffers = 101

[clock_network]
post_cts_resized = 0
postCtsSetupBuffers = 0
ctsHoldBuffers = 0

[worst_hold_path]
hold_path.class = in -> out

[status]
outcome = finished clean
per-stage QoR:
step	hold slack [ns]	cell area, sq um	utilization (%)
finish	4.90	9700	57.7
floorplan	3.91	8730	-
CTS	4.89	9700	57.7
global route	5.01	9700	57.7
global placement	4.88	9700	57.7
detailed placement	4.87	9700	57.7
report_power, final:
group	internal [mW]	switching, mW
logic	0.205	0.309
registers	0	0
clock network	0.00000000179	0
total	0.205	0.309
cell type report:
type / count / area (sq um)
fillers: 1714 / 7120
multi-input cells: 1154 / 7890
repair buffers: 124 / 1160
diodes: 1 / 2.50
inverters: 100 / 375
well taps: 220 / 275
path summary, 6_finish.rpt:
path	from	to	slack (ns)	cells after the start
worst max-delay path	alu_in_2[4]	alu_result[30]	1.53	15
worst min-delay path	alu_in_2[1]	alu_result[1]	4.90	7
layer usage:
metal / global-route usage (%) / up-vias
li1: - / 5096
met5: 0 / -
met3: 8.02 / 107
met4: 20.0 / 0
met1: 62.7 / 5090
met2: 64.1 / 734
cell usage in the layout (no fill, tap or decap), types with 7 or more instances in the layout:
| master | n |
|---|---|
| nor2b_1 | 16 |
| a221o_1 | 16 |
| o21a_1 | 7 |
| nand2_1 | 115 |
| nand2b_1 | 20 |
| o22ai_1 | 21 |
| a22oi_1 | 7 |
| o221ai_1 | 13 |
| clkdlybuf4s50_1 | 96 |
| o21bai_1 | 11 |
| a21oi_1 | 129 |
| a211oi_1 | 29 |
| a2111oi_0 | 9 |
| a221oi_1 | 33 |
| o21ai_0 | 98 |
| mux2_2 | 22 |
| o31ai_1 | 9 |
| nor2_1 | 149 |
| o22a_1 | 7 |
| o211ai_1 | 16 |
| a211o_1 | 11 |
| nor4_1 | 9 |
| inv_1 | 97 |
| nand3_1 | 31 |
| xnor2_1 | 9 |
| ha_1 | 96 |
| nor3_1 | 34 |
| a31oi_1 | 12 |
| and2_1 | 7 |
| mux4_2 | 7 |
| a21o_1 | 19 |
| o21ai_1 | 29 |
| and3_1 | 15 |
| mux2i_1 | 62 |
| buf_4 | 24 |
logic make-up after synthesis:
kind of cell	count (synthesis)	synth area share [%]
and+or+nand+nor	438	23.6
muxes	94	12.1
AOI/OAI and AO/OA	515	39.4
buffers and inverters	211	9.76
xor gates and xnor gates	9	0.903
adders and majority gates	98	14.2
cells in the mapped netlist, drive strengths merged, types with 31 or more instances:
cell | count | area [sq um]
a21oi | 132 | 672
a221oi | 34 | 304
nand2 | 115 | 432
clkbuf | 71 | 267
ha | 96 | 1200
o21ai | 128 | 644
nor2 | 151 | 569
mux2i | 62 | 621
inv | 99 | 372
buf | 40 | 210
nand3 | 31 | 155
nor3 | 36 | 180
worst max-delay path, cell delays in order:
cell and delay, ns:
buf_2 0.08, buf_4 0.51, inv_1 0.27, ha_1 0.57, o211ai_1 0.14, a21oi_1 0.20
o221ai_1 0.27, o21ai_1 0.53, a21oi_2 0.20, o21ai_1 0.38, a211oi_1 0.14, o31ai_1 0.27
and4b_1 0.23, o22ai_1 0.06, clkdlybuf4s50_1 0.42
